===== flow/design.v =====
`timescale 1ns / 1ps
module full_connect#(
    parameter LENGTH_FC = 64,
    parameter DATA_WIDTH = 16,
    parameter FILTERBATCH = 4
    )
    (
    input wire clk, rst_n, start_to_cal,
    input wire ivalid1, ivalid2, ivalid3, ivalid4, 
    input wire [DATA_WIDTH - 1 : 0] data1, data2, data3, data4,
    input wire [DATA_WIDTH - 1 : 0] weight,
    input wire [DATA_WIDTH - 1 : 0] bias,
    input wire weight_valid,
    output wire [DATA_WIDTH * 2 - 1 : 0] result,
    output reg done
    );
    reg [DATA_WIDTH - 1 : 0] data_array [0 : LENGTH_FC - 1];
    reg signed [DATA_WIDTH - 1 : 0] bia_reg ;
    reg signed [DATA_WIDTH - 1 : 0] weight_array [0 : FILTERBATCH - 1][0 : LENGTH_FC - 1];
    reg [DATA_WIDTH * 2 - 1 : 0] out [0 : FILTERBATCH - 1][0 : LENGTH_FC - 1];
    reg [$clog2(LENGTH_FC) - 1:0] cnt, cnt1, cnt2, cnt3 , cnt_o;
    reg [2:0] out_cnt;
    reg vldout;
    reg [5:0] cnt_w;
    always @(posedge clk or negedge rst_n) begin
        if(!rst_n) begin
            cnt_w <= 0;
            end
        else begin
            if (weight_valid)begin
                if (cnt_w <= (LENGTH_FC << 2)) begin
                    if (cnt_w <= LENGTH_FC - 1) 
                        weight_array[0][cnt_w] <= weight;
                    if ((cnt_w <= (LENGTH_FC << 1) - 1) && (cnt_w >= LENGTH_FC))
                        weight_array[1][cnt_w - LENGTH_FC] <= weight;
                    if ((cnt_w <= (LENGTH_FC * 3) - 1) && (cnt_w >= (LENGTH_FC << 1)))
                        weight_array[2][cnt_w - (LENGTH_FC << 1)] <= weight;
                    if ((cnt_w <= (LENGTH_FC << 2) - 1) && (cnt_w >= (LENGTH_FC * 3)))
                        weight_array[3][cnt_w - (LENGTH_FC << 1) - LENGTH_FC] <= weight;
                    if  (cnt_w == (LENGTH_FC << 2))
                        bia_reg <= bias;
                    cnt_w <= cnt_w + 1;
                end
            end
        end
    end
    always @(posedge clk or negedge rst_n) begin
        if(!rst_n) begin
            cnt <= 0;
            cnt1 <= 0;
            cnt2 <= 0;
            cnt3 <= 0;
            out_cnt <= 0;
            cnt_o <= 0;
            done <= 0;
            vldout<=0;
            end
        else begin
            cnt1 <= cnt;
            cnt2 <= cnt1;
            cnt3 <= cnt2;
            if (ivalid2)
                    out[1][cnt1] <= data2 * weight_array[1][cnt1] + bia_reg;
            if (ivalid3)
                    out[2][cnt2] <= data3 * weight_array[2][cnt2] + bia_reg;
            if (ivalid4)
                    out[3][cnt3] <= data4 * weight_array[3][cnt3] + bia_reg;
            if (ivalid1)begin
                done <= 0;
                    out[0][cnt] <= data1 * weight_array[0][cnt] + bia_reg;
                cnt <= cnt + 1;
                if(cnt >= LENGTH_FC - 1) begin
                    cnt <= 0;
                    vldout <= 1;
                end
            end
            if (vldout)begin
                cnt_o <= cnt_o + 1;
                if (cnt_o >= LENGTH_FC - 1) begin
                    out_cnt <= out_cnt + 1;
                    cnt_o <= 0;
                    if (out_cnt == 3) begin
                        out_cnt <= 0;
                        vldout <= 0;
                        done <= 1;
                    end
                end
            end
        end
    end
     assign result = vldout ? out[out_cnt][cnt_o] : 0;
endmodule

===== flow/run.sh =====
#!/bin/bash
# OpenROAD 26Q1-2900-gdf79404cd8, Yosys 0.63+post, stock flow scripts
make -C /OpenROAD-flow-scripts/flow DESIGN_CONFIG=/design/flow/config.mk WORK_HOME=/design/flow/orfs finish

===== flow/config.mk =====
export PLATFORM = sky130hd
export DESIGN_NAME = full_connect
export DESIGN_NICKNAME = full_connect
export VERILOG_FILES = /design/flow/design.v
export SDC_FILE = /design/flow/constraint.sdc
export NUM_CORES = 4
export LEC_CHECK = 1
export CORE_AREA = 10 10 79 79
export DIE_AREA = 0 0 89 89

===== flow/constraint.sdc =====
current_design full_connect

set clk_period 2.1
set clk_io_pct 0.2

create_clock -name clk0 -period $clk_period [get_ports {clk}]

set non_clock_inputs [all_inputs -no_clocks]
set_input_delay [expr $clk_period * $clk_io_pct] -clock clk0 $non_clock_inputs
set_output_delay [expr $clk_period * $clk_io_pct] -clock clk0 [all_outputs]

==> qor.yml <==
drive_gt1_share_pct: 12.0
p_per_area_nw_per_um2: 908
ctsHoldBuffers: 0
cts_setup_buffers: 0
ctsHtreeMaxLevel: 1
period_needed_ps: 1480
finalPower_uw: 971
worstPathCellList: "clkdlybuf4s50_1"
warnings: 126
outcome: "finished, final reports clean"
fp_util_pct: 22.5
finalSetupTns_ps: 0
die_x_um: 89
vias: 601
cp_data_required_time_ps: 1680
grt_max_degree: 18
cap_violations: 0
synth_flops: 17
drt-initial-drc-count: 16
wl_per_cell_um: 10.1
xor_area_share_pct: 5.02
cts.sink_count: 17
crit_slowest_cell: "clkdlybuf4s50_1"
grt_first_pass_wirelength_mm: 2.80
avgSynthCellArea_um2: 10.3
cp.depth: 1
grt_overflow_total: 0
r2r-start: "cnt_o[0]$_DFFE_PN0P_"
die-area_um2: 7920
yosysUniqueCellTypes: 32
cp_num_buf_inv: 1
cts_resized: 0
clock_path_buffers: 2
drv_slew: 0
ys_warn_count: 3
ys_cells: 102
grt_usage_pct: 4.28
r2r_setup_slack_ps: 690
whs_ps: 504
aoi_share_pct: 9.08
leakage_nw: 0.491
cp.arrival_ps: 1060
routed_wl_mm: 1.64
grt_pass1_vias: 641
setup_viol: 0
wl_met2_um: 671
ys_top_logic_family: "buffers and inverters"
synthMuxAreaShare_pct: 3.46
synthesis.area_um2: 1050
gp_congestion: 0.743
synthCells: 102
io_buffers: 3
cts_made_buffers: 3
cts-root-buf: "clkbuf_8"
rsz0062_at_grt: "no"
start_kind: "register"
max_freq_mhz: 674
ys.flop_type: "dfrtp_1"
fa_ha_area_share_pct: 3.58
dr_wl_met3_um: 99
critPathTopFamily: "buffers and inverters"
met1Wirelength_um: 867
fp.dieH_um: 89
area_delta_synth_final_pct: 2.15
simple_gate_area_share_pct: 13.0
insertion_delay_ps: 250
vias_per_cell: 3.71
timing_hold_violations_final: 0
flop_area_um2: 425
dr.pass1.iters: 2
drc: 0
logic_area_um2: 478
ys_area_um2: 1050
min-delay-path-class: "input port to async pin"
ant_nets: 0
fin_skew_ps: 3.19
slowest_delay_ps: 460
yosysSeqAreaShare_pct: 40.6
coreArea_um2: 4660
cts.clk_slew.worst_paths_ps: 70
io_pins: 137
reg2reg_depth: 4
antenna_found_initial: 0
min_period_over_period_pct: 70.6
crit_path_max_fanout: 2
top_layer: "met3"
crit_path_end_kind: "primary output"
std_cell_rows: 25
edf_count: 0
crit_type: "register to primary output"
cts_tree: "done"
r2r-end: "out_cnt[0]$_DFFE_PN0P_"
fillCellCount: 491
dp_hpwl_mm: 1.30
synthArstFlopShare_pct: 100
antennaDiodeCount: 0
vdd_drop_max_v: 0.000541
## where the power goes
group          internal (mW)  switching (mW)  total, mW
sequential             0.419           0.118      0.537
clock                  0.132           0.111      0.243
combinational          0.102          0.0887      0.191
total                  0.653           0.318      0.971
## worst max-delay path by stage
stage	start	end	slack [ps]
4_1_cts	done$_DFF_PN0_	done	590
5_1_grt	done$_DFF_PN0_	done	550
6_report	done$_DFF_PN0_	done	620
## through the flow
step | cell area, um2 | worst slack, ps | util [%] | cells
2_1_floorplan | 1160 | 823 | - | 133
3_3_place_gp | 1020 | 474 | 22.0 | 158
3_5_place_dp | 1020 | 482 | 22.0 | 158
4_1_cts | 1070 | 589 | 23.0 | 162
5_1_grt | 1070 | 551 | 23.0 | 162
6_report | 1070 | 617 | 23.0 | 162
## registers in the layout, indices dropped and copies added, names as in the netlist
| register | cells |
|---|---|
| vldout | 1 |
| cnt_o | 6 |
| done | 1 |
| out_cnt | 3 |
| cnt | 6 |
## metal layers
layer / track usage (%) / up-vias
met5: 0 / -
met4: 0.145 / 0
met3: 1.74 / 0
met2: 5.98 / 28
met1: 6.37 / 278
li1: - / 295
## Yosys cell counts (2+ instances only)
| library cell | count | area (um2) |
|---|---|---|
| buf_4 | 32 | 240 |
| dfrtp_1 | 17 | 425 |
| nand2_1 | 5 | 18.8 |
| nand4_1 | 5 | 31.3 |
| nor2_1 | 4 | 15.0 |
| o21ai_0 | 4 | 20.0 |
| xnor2_1 | 4 | 35.0 |
| ha_1 | 3 | 37.5 |
| inv_1 | 3 | 11.3 |
| a21oi_1 | 2 | 10.0 |
| xor2_1 | 2 | 17.5 |
## final cells by class
class | count | share of cell area [%]
inverters | 4 | 1.40
repair buffers | 4 | 3.51
flip-flops and latches | 17 | 39.8
clock inverters | 1 | 0.468
multi-input cells | 79 | 44.7
clock buffers | 3 | 3.86
well taps | 54 | 6.32
## placed cells by master, fill, tap and decap left out, drive strengths merged, types with 2 or more instances in the layout
master / count
conb: 32
dfrtp: 17
nand2: 6
nand4: 6
nor2: 5
o21ai: 4
xnor2: 4
inv: 4
ha: 3
clkbuf: 3
clkdlybuf4s50: 3
a21oi: 2
xor2: 2
nor3: 2
mux2: 2
## cells by family after synthesis
kind of cell,Yosys count
compound gates,13
xor+xnor,6
fa+ha+maj,3
buf+inv,37
flops,17
mux,3
other cells,1
simple gates,22
Power figures rest on the tool's default switching activity, not on a simulated workload.
