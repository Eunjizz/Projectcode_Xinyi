[flow/config.mk]
export PLATFORM = sky130hd
export DESIGN_NAME = conv
export DESIGN_NICKNAME = conv
export VERILOG_FILES = /design/flow/design.v
export SDC_FILE = /design/flow/constraint.sdc
export NUM_CORES = 4
export LEC_CHECK = 1
export CORE_UTILIZATION = 50
[flow/constraint.sdc]
current_design conv

set clk_period 11.2
set clk_io_pct 0.2

create_clock -name clk0 -period $clk_period [get_ports {clk}]

set non_clock_inputs [all_inputs -no_clocks]
set_input_delay [expr $clk_period * $clk_io_pct] -clock clk0 $non_clock_inputs
set_output_delay [expr $clk_period * $clk_io_pct] -clock clk0 [all_outputs]
[flow/design.v]
`timescale 1ns / 1ps
module conv #(
    parameter IMG_COL = 8,
    parameter IMG_ROW = 8,
    parameter DATA_WIDTH = 16
    )(
    input wire clk,
    input wire rst,
    input wire start,
    input wire ker_valid,
    input wire [DATA_WIDTH - 1:0] img_data,
    input wire [DATA_WIDTH - 1 : 0] kernel1, kernel2, kernel3, kernel4,
    output wire conv_done,
    output wire [DATA_WIDTH - 1:0] conv_dout1,conv_dout2,conv_dout3,conv_dout4,
    output  wire conv_ovalid1, conv_ovalid2, conv_ovalid3, conv_ovalid4,
    output wire fst_conv_opvld, im2co_done
);
    localparam TOTAL_LENGTH = IMG_ROW * IMG_COL;
    wire [DATA_WIDTH - 1:0] inp_west0, inp_west4, inp_west8, inp_west12, inp_north0, inp_north1, inp_north2, inp_north3;
    wire transmit_en;
    wire sys_ovalid1, sys_ovalid2, sys_ovalid3, sys_ovalid4;
    assign conv_ovalid1 = sys_ovalid1;
    assign conv_ovalid2 = sys_ovalid2;
    assign conv_ovalid3 = sys_ovalid3;
    assign conv_ovalid4 = sys_ovalid4;
    wire [DATA_WIDTH - 1 : 0] ker1, ker2, ker3, ker4;
    assign ker1 = kernel1;
    assign ker2 = kernel2;
    assign ker3 = kernel3;
    assign ker4 = kernel4;
    img2col #(
        .IMG_COL(IMG_COL),
        .IMG_ROW(IMG_ROW),
        .DATA_WIDTH(DATA_WIDTH)
    ) u_img2col (
        .clk(clk),
        .rst(rst),
        .start(start),
        .ker_valid(ker_valid),
        .img_data(img_data),
        .kernel1(ker1),
        .kernel2(ker2),
        .kernel3(ker3),
        .kernel4(ker4),
        .inp_west0(inp_west0),
        .w4reg(inp_west4),
        .w8reg2(inp_west8),
        .w12reg3(inp_west12),
        .inp_north0(inp_north0),
        .n1reg(inp_north1),
        .n2reg2(inp_north2),
        .n3reg3(inp_north3),
        .transmit_en(transmit_en),
        .done(im2co_done)
    );
    systolic_array #(
        .DATA_WIDTH(DATA_WIDTH),
        .IMG_COL(IMG_COL - 3)
    ) u_systolic_array (
        .inp_west0(inp_west0),
        .inp_west4(inp_west4),
        .inp_west8(inp_west8),
        .inp_west12(inp_west12),
        .inp_north0(inp_north0),
        .inp_north1(inp_north1),
        .inp_north2(inp_north2),
        .inp_north3(inp_north3),
        .dout_c1(conv_dout1),
        .dout_c2(conv_dout2),
        .dout_c3(conv_dout3),
        .dout_c4(conv_dout4),
        .out_valid1(sys_ovalid1),
        .out_valid2(sys_ovalid2),
        .out_valid3(sys_ovalid3),
        .out_valid4(sys_ovalid4),
        .clk(clk),
        .rst(rst),
        .sys_done(conv_done),
        .sys_en (fst_conv_opvld),
        .transmit_en(transmit_en)
    );
endmodule
module img2col #(
    parameter IMG_COL = 28,
    parameter IMG_ROW = 28,
    parameter DATA_WIDTH = 16
    )(
    input wire clk,
    input wire rst,
    input wire start,
    input wire ker_valid,
    input wire [DATA_WIDTH - 1:0] img_data,
    input wire [DATA_WIDTH - 1 : 0] kernel1, kernel2, kernel3, kernel4,
    output reg [DATA_WIDTH - 1:0] inp_west0, inp_west4, inp_west8, inp_west12, w4reg, w8reg1, w8reg2, w12reg1, w12reg2, w12reg3,
    output reg [DATA_WIDTH - 1:0] inp_north0, inp_north1, inp_north2, inp_north3, n1reg, n2reg1, n2reg2, n3reg1, n3reg2, n3reg3,
    output reg done,
    output reg transmit_en
);
    localparam STEPPER_COL = IMG_COL - 4;
    localparam STEPPER_ROW = IMG_ROW - 4;
    localparam NUM_STEPPER = (STEPPER_COL + 1) * (STEPPER_ROW + 1);  
    localparam NUM_SET = (NUM_STEPPER >> 2) + (NUM_STEPPER % 4);
    localparam NUM_LST_SET = NUM_STEPPER % 4;
    localparam IDX_WIDTH = $clog2(IMG_COL*IMG_ROW);
    localparam TOTAL_LENGTH = IMG_ROW * IMG_COL;
    reg [10:0]cnt;
    reg [DATA_WIDTH - 1:0] north0[0:15];
    reg [DATA_WIDTH - 1:0] north1[0:15];
    reg [DATA_WIDTH - 1:0] north2[0:15];
    reg [DATA_WIDTH - 1:0] north3[0:15];
        integer i;
    reg [15:0] index; 
    wire [IDX_WIDTH-1:0] idx_west0;
    wire [IDX_WIDTH-1:0] idx_west4;
    wire [IDX_WIDTH-1:0] idx_west8;
    wire [IDX_WIDTH-1:0] idx_west12;
    reg [DATA_WIDTH - 1:0] image[0:IMG_COL * IMG_ROW-1] ;
    assign idx_west0 = (cnt << 2) / (STEPPER_COL +1) * IMG_COL + (cnt << 2) % (STEPPER_COL + 1) + index + ((index >> 2) * STEPPER_COL);
    assign idx_west4 = ((cnt << 2) + 1) / (STEPPER_COL +1) * IMG_COL + ((cnt << 2) + 1) % (STEPPER_COL +1) + index + ((index >> 2) * STEPPER_COL);
    assign idx_west8 =  ((cnt << 2) + 2) / (STEPPER_COL +1) * IMG_COL + ((cnt << 2) + 2) % (STEPPER_COL +1) + index + ((index >> 2) * STEPPER_COL);
    assign idx_west12 = ((cnt << 2) + 3) / (STEPPER_COL +1) * IMG_COL + ((cnt << 2) + 3) % (STEPPER_COL +1) + index + ((index >> 2) * STEPPER_COL);
    reg [31:0] img_idx;   
    reg loading;     
    reg [4:0]ker_idx;
    reg no_transmit_to_ker;
    always @(posedge clk or posedge rst) begin
        if (rst) begin
            done <= 0;
            index <= 0; 
            img_idx <= 0;
            ker_idx <= 0;
            loading <= 1;
            transmit_en <= 0;
            inp_west0 <= 0;
            inp_west4 <= 0;
            inp_west8 <= 0;
            inp_west12 <= 0;
            inp_north0 <= 0;
            inp_north1 <= 0;
            inp_north2 <= 0;
            inp_north3 <= 0;
            cnt <= 0;
            w4reg <= 0;
            w8reg1 <= 0;
            w8reg2 <= 0;
            w12reg1 <= 0;
            w12reg2 <= 0;
            w12reg3 <= 0;
            n1reg <= 0;
            n2reg1 <= 0;
            n2reg2 <= 0;
            n3reg1 <= 0;
            n3reg2 <= 0;
            n3reg3 <= 0;
            no_transmit_to_ker <= 0;
        end 
        else begin 
            w4reg <= inp_west4;
            w8reg1 <= inp_west8;
            w8reg2 <= w8reg1;
            w12reg1 <= inp_west12;
            w12reg2 <= w12reg1;
            w12reg3 <= w12reg2;
            n1reg <=  inp_north1;
            n2reg1 <= inp_north2;
            n2reg2 <= n2reg1;
            n3reg1 <= inp_north3;
            n3reg2 <= n3reg1;
            n3reg3 <= n3reg2;
            if (ker_valid)begin
                if ((img_idx >= 0) && (img_idx <= 15))
                    north0[img_idx] <= kernel1;
                if ((img_idx >= 16) && (img_idx <= 31))
                    north1[img_idx -16] <= kernel2;
                if ((img_idx >= 32) && (img_idx <= 47))
                    north2[img_idx -32] <= kernel3;
                if ((img_idx >= 48) && (img_idx <= 63))
                    north3[img_idx -48] <= kernel4;
                img_idx <= img_idx + 1;
                if (img_idx >= 63)begin
                    img_idx <= 0;
                    no_transmit_to_ker <= 1;
                end
            end
            if (start) begin
                if (loading) begin
                    done <= 0;
                    if (img_idx <= TOTAL_LENGTH + 63 ) begin
                        if (img_idx <= TOTAL_LENGTH - 1 )
                            image[img_idx] <= img_data;
                        if (!no_transmit_to_ker)begin
                            if ((img_idx >= TOTAL_LENGTH - 1) && (img_idx <= TOTAL_LENGTH + 15))
                                north0[img_idx - TOTAL_LENGTH + 1] <= kernel1;
                            if ((img_idx >= TOTAL_LENGTH + 15) && (img_idx <= TOTAL_LENGTH + 31))
                                north1[img_idx - TOTAL_LENGTH - 15] <= kernel2;
                            if ((img_idx >= TOTAL_LENGTH + 31) && (img_idx <= TOTAL_LENGTH + 47))
                                north2[img_idx - TOTAL_LENGTH - 31] <= kernel3;
                            if ((img_idx >= TOTAL_LENGTH + 47) && (img_idx <= TOTAL_LENGTH + 63))
                                north3[img_idx - TOTAL_LENGTH - 47] <= kernel4;
                        end
                        img_idx <= img_idx + 1;
                    end
                    else begin
                         loading <= 0;  
                         img_idx <= 0;
                         transmit_en <= 1;
                     end
                end 
                else begin
                    if (transmit_en)begin
                        if (cnt == (NUM_SET - 1))begin
                            if (NUM_LST_SET == 0)begin
                                inp_west0 <= image[idx_west0];
                                inp_west4 <= image[idx_west4];
                                inp_west8 <= image[idx_west8];
                                inp_west12 <= image[idx_west12];
                                inp_north0 <= north0[index];
                                inp_north1 <= north1[index];
                                inp_north2 <= north2[index];
                                inp_north3 <= north3[index];
                                if (index == 15) begin
                                    transmit_en <= 0;
                                    cnt <= 0;
                                end
                            end
                            else begin
                                inp_west0  <= image[idx_west0];
                                inp_west4  <= 0;
                                inp_west8  <= 0;
                                inp_west12 <= 0;
                                inp_north0 <= north0[index];
                                inp_north1 <= north1[index]; 
                                inp_north2 <= north2[index]; 
                                inp_north3 <= north3[index]; 
                                if (index == 15) begin
                                    transmit_en <= 0;
                                    cnt <= 0;
                                end
                            end
                        end
                        else begin
                            inp_west0 <= image[idx_west0];
                            inp_west4 <= image[idx_west4];
                            inp_west8 <= image[idx_west8];
                            inp_west12 <= image[idx_west12];
                            inp_north0 <= north0[index];
                            inp_north1 <= north1[index];
                            inp_north2 <= north2[index];
                            inp_north3 <= north3[index];
                        end
                        if (index == 15) begin
                            index <= 0;
                            if (cnt != (NUM_SET - 1))
                                cnt <= cnt + 1;
                        end 
                        else begin
                            index <= index + 1;
                        end 
                    end
                    else    
                        done <= 1;
                end
            end
        end
    end
endmodule
`timescale 1ns / 1ps
`timescale 1ns / 1ps
module block(inp_north, inp_west, clk, rst, outp_south, outp_east, result);
	parameter DATA_WIDTH = 8;
	input wire [DATA_WIDTH - 1:0] inp_north, inp_west;
	output reg [DATA_WIDTH - 1:0] outp_south, outp_east;
	input wire clk, rst;
	output reg [2 * DATA_WIDTH - 1:0] result;
	wire [2 * DATA_WIDTH - 1:0] multi;
	always @(posedge rst or posedge clk) begin
		if(rst) begin
			result <= 0;
			outp_east <= 0;
			outp_south <= 0;
		end
		else begin
			result <= result + multi;
			outp_east <= inp_west;
			outp_south <= inp_north;
		end
	end
	assign multi = inp_north*inp_west;
endmodule
module systolic_array #(
    parameter DATA_WIDTH = 8,
    parameter IMG_COL = 10
)(
    input wire clk,
    input wire rst,
    input wire transmit_en,
    input wire [DATA_WIDTH - 1:0] inp_west0,
    input wire [DATA_WIDTH - 1:0] inp_west4,
    input wire [DATA_WIDTH - 1:0] inp_west8,
    input wire [DATA_WIDTH - 1:0] inp_west12,
    input wire [DATA_WIDTH - 1:0] inp_north0,
    input wire [DATA_WIDTH - 1:0] inp_north1,
    input wire [DATA_WIDTH - 1:0] inp_north2,
    input wire [DATA_WIDTH - 1:0] inp_north3,
    output wire [DATA_WIDTH - 1:0] dout_c1,
    output wire [DATA_WIDTH - 1:0] dout_c2,
    output wire [DATA_WIDTH - 1:0] dout_c3,
    output wire [DATA_WIDTH - 1:0] dout_c4,
    output wire out_valid1,
    output wire out_valid2,
    output wire out_valid3,
    output wire out_valid4,
    output wire sys_done,
    output reg sys_en
);
	reg done;
	localparam LENGTH = IMG_COL * IMG_COL;
	reg [5:0] count;
	reg [15:0] vld_cnt1,vld_cnt2,vld_cnt3,vld_cnt4;
	assign sys_done = (vld_cnt1 >= LENGTH) && (vld_cnt2 >= LENGTH) && (vld_cnt3 >= LENGTH) && (vld_cnt4 >= LENGTH) ;
	wire time1 = count >= 16 ? ((count % 16 == 0) ? 1 : 0 ): 0;
	wire time2 = count >= 16 ? ((count % 16 == 1) ? 1 : 0 ): 0;
	wire time3 = count >= 16 ? ((count % 16 == 2) ? 1 : 0 ): 0;
	wire time4 = count >= 16 ? ((count % 16 == 3) ? 1 : 0 ): 0;
	wire time5 = count >= 16 ? ((count % 16 == 4) ? 1 : 0 ): 0;
	wire time6 = count >= 16 ? ((count % 16 == 5) ? 1 : 0 ): 0;
	wire time7 = count >= 16 ? ((count % 16 == 6) ? 1 : 0 ): 0;
	assign dout_c1 = time1 ? result0 : (time2 ? result4 : (time3 ? result8 : (time4 ? result12 : 0)));
	assign dout_c2 = time2 ? result1 : (time3 ? result5 : (time4 ? result9 : (time5 ? result13 : 0)));
	assign dout_c3 = time3 ? result2 : (time4 ? result6 : (time5 ? result10 : (time6 ? result14 : 0)));
	assign dout_c4 = time4 ? result3 : (time5 ? result7 : (time6 ? result11 : (time7 ? result15 : 0)));
	assign out_valid1 = vld_cnt1 < LENGTH ? (time1 | time2 | time3 | time4) : 0;
	assign out_valid2 = vld_cnt2 < LENGTH ? (time2 | time3 | time4 | time5) : 0;
	assign out_valid3 = vld_cnt3 < LENGTH ? (time3 | time4 | time5 | time6) : 0;
	assign out_valid4 = vld_cnt4 < LENGTH ? (time4 | time5 | time6 | time7) : 0;
	wire [DATA_WIDTH -1:0] outp_south0, outp_south1, outp_south2, outp_south3, outp_south4, outp_south5, outp_south6, outp_south7, outp_south8, outp_south9, outp_south10, outp_south11, outp_south12, outp_south13, outp_south14, outp_south15;
	wire [DATA_WIDTH -1:0] outp_east0, outp_east1, outp_east2, outp_east3, outp_east4, outp_east5, outp_east6, outp_east7, outp_east8, outp_east9, outp_east10, outp_east11, outp_east12, outp_east13, outp_east14, outp_east15;
	wire [DATA_WIDTH -1:0] result0, result1, result2, result3, result4, result5, result6, result7, result8, result9, result10, result11, result12, result13, result14, result15;
	block P0 (inp_north0, inp_west0, clk, rst, outp_south0, outp_east0, result0);
	block P1 (inp_north1, outp_east0, clk, rst, outp_south1, outp_east1, result1);
	block P2 (inp_north2, outp_east1, clk, rst, outp_south2, outp_east2, result2);
	block P3 (inp_north3, outp_east2, clk, rst, outp_south3, outp_east3, result3);
	block P4 (outp_south0, inp_west4, clk, rst, outp_south4, outp_east4, result4);
	block P8 (outp_south4, inp_west8, clk, rst, outp_south8, outp_east8, result8);
	block P12 (outp_south8, inp_west12, clk, rst, outp_south12, outp_east12, result12);
	block P5 (outp_south1, outp_east4, clk, rst, outp_south5, outp_east5, result5);
	block P6 (outp_south2, outp_east5, clk, rst, outp_south6, outp_east6, result6);
	block P7 (outp_south3, outp_east6, clk, rst, outp_south7, outp_east7, result7);
	block P9 (outp_south5, outp_east8, clk, rst, outp_south9, outp_east9, result9);
	block P10 (outp_south6, outp_east9, clk, rst, outp_south10, outp_east10, result10);
	block P11 (outp_south7, outp_east10, clk, rst, outp_south11, outp_east11, result11);
	block P13 (outp_south9, outp_east12, clk, rst, outp_south13, outp_east13, result13);
	block P14 (outp_south10, outp_east13, clk, rst, outp_south14, outp_east14, result14);
	block P15 (outp_south11, outp_east14, clk, rst, outp_south15, outp_east15, result15);
	always @(posedge clk or posedge rst) begin
		if(rst) begin
			done <= 0;
			count <= 0;
			sys_en <= 0;
			vld_cnt1 <= 0;
			vld_cnt2 <= 0;
			vld_cnt3 <= 0;
			vld_cnt4 <= 0;
		end
		else begin
			if(transmit_en) 
				sys_en <= 1;
			if (transmit_en && !sys_en)begin
						vld_cnt1 <= 0;
						vld_cnt2 <= 0;
						vld_cnt3 <= 0;
						vld_cnt4 <= 0;
			end
				if (sys_en)begin
					if (out_valid1)
						vld_cnt1 <= vld_cnt1 +1;
					if (out_valid2)
						vld_cnt2 <= vld_cnt2 +1;
					if (out_valid3)
						vld_cnt3 <= vld_cnt3 +1;
					if (out_valid4)
						vld_cnt4 <= vld_cnt4 +1;
					if(count == 22) begin  
						done <= 1;
						count <= 0;
					end
					else begin
						done <= 0;
						count <= count + 1;
					end
					if (sys_done)begin
						sys_en <= 0;
						done <= 0;
						count <= 0;
					end
				end
		end	
	end 
endmodule
[flow/run.sh]
#!/bin/bash
# OpenROAD 26Q1-2900-gdf79404cd8, Yosys 0.63+post, stock flow scripts
make -C /OpenROAD-flow-scripts/flow DESIGN_CONFIG=/design/flow/config.mk WORK_HOME=/design/flow/orfs finish
==> CHANGELOG.md <==
### Physical design

- Max Freq: 0.0705 GHz
- Min Hold Slack: 0.296 ns
- CTS Buf Count: 192
- Top cell type's share of synthesized area: 0.255
- Fraction of layout cells with a size suffix above 1: 0.244
- Slew Limit Fails: 0
- Root buffer cell: clkbuf_16
- Port Buffer Count: 114
- FP Util: 0.505
- Post-synth EDFFs: 1024
- Post-synthesis instance area: 0.121 mm²
- DRC viols: 0
- Cell area after placement: 0.137 mm²
- Total leakage power: 65.8 nW
- Period minus WS final: 14.19 ns
- Slew at the pin closest to its max-slew limit: 1.09 ns
- Total number of vias: 106000
- Yosys Chip Area: 0.121 mm²
- Post-layout period usage: 1.27
- Commonest flop: edfxtp_1
- Die Height: 493 µm
- Worst setup startpoint: u_img2col.cnt[1]
- Cell row count: 179
- CTS Buffer Depth: 3
- Post-Route WL: 565000 µm
- GP Congestion: 1.22
- Slew margin rel.: 0.275
- Chip area: 0.243 mm²
- Register area: 0.0493 mm²
- Critical path capture point type: flip-flop
- Worst R2R Start: u_img2col.cnt[1]
- Cell type with the largest total area: edfxtp_1
- Worst path max stage delay: 0.87 ns
- Clock latency on the worst-skew pair: 0.93 ns
- Post-synthesis async set-or-reset flop share: 0.420
- H-tree levels: 4
- Failing checks: setup timing
- P&R area growth vs syn: 23.7%
- Largest net degree at the start of global routing: 142
- Yosys reg bits: 1766
- Core area: 0.239 mm²
- Overall power: 15.0 mW
- I/O Pins: 155
- Initial antenna violation count: 55
- Yosys stat cell total: 11100
- Final worst setup slack: -2.99 ns
- Fill count: 16800
- Number of max-cap violations: 0
- Peak VDD IR: 0.000165 V
- Post-DP HPWL: 416000 µm
- CTS tree: yes
- Design Area, Final: 0.149 mm²
- Sequential element share of the synthesized area: 0.409
- Synth warn: 72
- # hold bufs at CTS: 0
- Post-Route Skew: 0.129 ns
- DR iter-0 viols: 10300
- Mean Syn Cell Area: 10.9 µm²
- First-pass GRT wire length: 793000 µm
- Tool warning count: 123
- DR WL/cell: 35.4 µm
- Post-route insts no fill: 16000
- Critical Path RT: 11.96 ns
- Yosys cell types: 108
- Die X: 493 µm
- Mapped Cells: 11100
- Logic area: 0.0683 mm²
- Overflow after GRT: 0
- Routed Antenna Nets: 0
- Hold crit path type: flip-flop to flip-flop
- Final Hold Viols: 0
- Avg Vias per Cell: 6.62
- Worst Path Max Fanout: 8
- CTS Sinks: 1766
- Worst-path clk slew: 0.07 ns
- Vias in the first global route: 109000
- Ranking of synthesized cells by area: edfxtp_1 (25%), dfrtp_1 (15%), fa_1 (13%), ha_1 (6.5%), mux2_2 (5.0%)
- All-Layer GR Usage: 0.499
- Unrepaired setup endpoints after global routing: yes
- Pwr Density: 101 mW/mm²
- Most frequent CP cell: buf_4
- Placed cells: 15300
- Pre-antenna DRT Iters: 10
- Setup CP Type: flip-flop to flip-flop
- Worst Setup Start Kind: flip-flop
- Status: finished with violations
- Slowest-stage cell, CP: a222oi_1
- Min-delay src: u_img2col.w12reg2[0]
- Setup-failing EPs final: 32
- Crit path DAT: 14.95 ns
- Post-place setup slack: -3.57 ns
==> layer usage <==
layer  global-route usage  wire length, µm  vias to the layer above  share of wire
li1                     -                -                    42800              -
met1                0.608           191000                    51900           0.34
met2                0.653           230000                     8352           0.41
met3                0.350            96000                     2401           0.17
met4                0.285            45500                       81          0.080
met5               0.0894             3210                        -         0.0057
==> path summary, 6_finish.rpt <==
check | end | slack [ns] | cells past startpoint
min in group asynchronous | u_img2col.img_idx[28] | 2.06 | 2
worst min-delay path | u_img2col.w12reg3[0] | 0.30 | 0
worst max-delay path | u_img2col.inp_west12[7] | -2.99 | 64
worst min register to register | u_img2col.w12reg3[0] | 0.30 | 0
max in group asynchronous | u_img2col.index[13] | 6.55 | 5
worst max register to register | u_img2col.inp_west12[7] | -2.99 | 64
==> power by group <==
group | internal, mW | switching [mW]
Combinational | 0.389 | 0.784
Clock | 3.77 | 2.93
Sequential | 7.07 | 0.0857
==> cell usage after synthesis (52+ instances only) <==
| cell | count |
|---|---|
| a21oi_1 | 421 |
| a221oi_1 | 240 |
| a222oi_1 | 56 |
| a22o_1 | 168 |
| a22oi_1 | 603 |
| a31oi_1 | 52 |
| and2_1 | 606 |
| clkbuf_1 | 415 |
| dfrtp_1 | 741 |
| edfxtp_1 | 1024 |
| fa_1 | 811 |
| ha_1 | 627 |
| inv_1 | 1278 |
| mux2_2 | 535 |
| mux2i_1 | 53 |
| nand2_1 | 987 |
| nand3_1 | 172 |
| nand4_1 | 162 |
| nor2_1 | 370 |
| nor3_1 | 125 |
| o21ai_0 | 322 |
| o21bai_1 | 57 |
| o22ai_1 | 130 |
| xnor2_1 | 250 |
| xor2_1 | 93 |
==> repair_timing <==
item,4_1_cts,5_1_grt
pin swaps,84,246
buffers inserted,58,123
endpoints found under the setup margin,32,32
cloned,0,3
endpoints found under the hold margin,0,0
gates resized,230,535
==> final cells by class <==
type | count | area share
multi-input combinational | 7550 | 0.458
sequential | 1766 | 0.330
timing repair buffer | 1757 | 0.107
clock buffer | 263 | 0.0366
inverter | 1281 | 0.0323
tap | 3167 | 0.0265
clock inverter | 96 | 0.00814
antenna | 73 | 0.00122
==> per-stage QoR <==
step / setup TNS (ns) / util
floorplan: - / -
global placement: -100.50 / 0.574
detailed placement: -94.94 / 0.574
CTS: -72.19 / 0.609
global route: -93.74 / 0.624
finish: -80.27 / 0.625
==> cell usage in the layout (no fill, tap or decap), drive strengths merged, types with 128 or more instances in the layout <==
cell type,count
a21oi,423
a221oi,244
a22o,168
a22oi,604
and2,607
buf,1647
clkbuf,267
dfrtp,741
edfxtp,1024
fa,811
ha,627
inv,1287
mux2,536
nand2,987
nand3,173
nand4,162
nor2,371
nor3,128
o21ai,341
o22ai,130
xnor2,250
==> cell families (layout without fill, tap and decap cells) <==
family | Yosys count | count (layout) | share of synthesized area
AND-OR/OR-AND | 2492 | 2492 | 0.147
multiplexers | 595 | 595 | 0.0555
XOR/XNOR | 343 | 343 | 0.0249
buffers and inverters | 1755 | 3397 | 0.0548
adder cells (fa/ha/maj) | 1438 | 1438 | 0.200
flip-flops | 1766 | 1766 | 0.409
other | 0 | 73 | 0
AND/OR/NAND/NOR | 2682 | 2682 | 0.109
==> critical path: cells and delay by family (launching register included) <==
family	cells	cell delay, ns
simple gates	24	5.36
fa+ha+maj	4	1.11
xor+xnor	4	1.00
compound gates	15	3.40
buf+inv	15	2.31
flops	1	0.39
mux	2	0.48
==> registers in the layout, indices dropped and copies added (netlist names), 32 cells and up, named ones only <==
register	count
u_img2col.north1	128
u_img2col.north2	128
u_img2col.img_idx	32
u_img2col.image	512
u_img2col.north0	128
u_img2col.north3	128
Power is estimated from default activity; no workload was simulated.
