`flow/design.v`:
```
`timescale 1ns / 1ps
module pooling#(
    parameter IMG_COL = 28, 
    parameter IMG_ROW = 28,
    parameter DATA_WIDTH = 16
    )(
    input               clk             ,
    input               rst_n           ,
    input               valid_input1, valid_input2, valid_input3, valid_input4,
    input   [DATA_WIDTH - 1:0]      input_data1, input_data2, input_data3, input_data4,
    output       reg       vflag1, vflag2, vflag3, vflag4       ,
    output  [DATA_WIDTH - 1:0]      out_data1,  out_data2, out_data3, out_data4
    );
    localparam COL_POOL = IMG_COL - 3;
    localparam ROW_POOL = IMG_ROW - 3;
    localparam IDX_WIDTH = $clog2(COL_POOL * IMG_ROW);
    localparam COL_WIDTH = $clog2(COL_POOL);
    localparam MX_COUNT = COL_POOL * ROW_POOL;
    localparam BUF_WIDTH = COL_POOL<<1;
    reg     [IDX_WIDTH - 1:0]      count1         ,count2, count3, count4 , count5  ;
    reg     [DATA_WIDTH - 1:0]      buffer1 [BUF_WIDTH-1:0], buffer2 [BUF_WIDTH-1:0], buffer3 [BUF_WIDTH-1:0],buffer4 [BUF_WIDTH-1:0]    ;
    wire    [DATA_WIDTH - 1:0]      max_col_1_reg1, max_col_1_reg2, max_col_1_reg3, max_col_1_reg4    ;
    wire    [DATA_WIDTH - 1:0]      max_col_2_reg1, max_col_2_reg2, max_col_2_reg3, max_col_2_reg4    ;
    wire       valid_flag1, valid_flag2, valid_flag3, valid_flag4;
   always @ (posedge clk or negedge rst_n)begin
        if (!rst_n)begin
            count1 <= 0;
            count2 <= 0;
            count3 <= 0;
            count4 <= 0;
            count5 <= 0;
            end
        else begin
            count2 <= count1;
                count3 <= count2;
                count4 <= count3;
                count5 <= count4;
            if (valid_input1) begin
                if (count1 < (COL_POOL << 1)-1 )
                    count1 <= count1 + 1'b1;
                else 
                    count1 <= 0;
                end
            else
                count1 <= count1;
        end
    end
always@(posedge clk)begin
    if(valid_input1) 
        buffer1[count1] <= input_data1;
    if(valid_input2)     
        buffer2[count2] <= input_data2;
    if (valid_input3)
        buffer3[count3] <= input_data3;
    if(valid_input4)
        buffer4[count4] <= input_data4;
    vflag1 <= valid_flag1;
    vflag2 <= valid_flag2;
    vflag3 <= valid_flag3;
    vflag4 <= valid_flag4;
end
    assign valid_flag1 = (count1 > COL_POOL) ? ((count1 <= (COL_POOL << 1) - 1) ? ((count1 % 2 == 1) ? 1 : 0) : 0) : 0;
    assign valid_flag2 = (count2 > COL_POOL) ? ((count2 <= (COL_POOL << 1) - 1) ? ((count2 % 2 == 1) ? 1 : 0) : 0) : 0;
    assign valid_flag3 = (count3 > COL_POOL) ? ((count3 <= (COL_POOL << 1) - 1) ? ((count3 % 2 == 1) ? 1 : 0) : 0) : 0;
    assign valid_flag4 = (count4 > COL_POOL) ? ((count4 <= (COL_POOL << 1) - 1) ? ((count4 % 2 == 1) ? 1 : 0) : 0) : 0;
    wire [7:0] net_detc1, net_detc2,net_detc3, net_detc4,net_detc5, net_detc6,net_detc7, net_detc8;
    assign net_detc1 = count2 - 1;
    assign net_detc2 = count2;
    assign net_detc3 = count3 - 1;
    assign net_detc4 = count3;
    assign net_detc5 = count4 - 1;
    assign net_detc6 = count4;
    assign net_detc7 = count5 - 1;
    assign net_detc8 = count5;
    assign max_col_1_reg1 = vflag1 ? ( buffer1[net_detc1] > buffer1[net_detc1 - COL_POOL]? buffer1[net_detc1] : buffer1[net_detc1 - COL_POOL]) : 0;
    assign max_col_2_reg1 = vflag1 ? (buffer1[net_detc2] > buffer1[net_detc2 - COL_POOL]? buffer1[net_detc2] : buffer1[net_detc2 - COL_POOL]) : 0;
    assign out_data1 = vflag1 ? (max_col_1_reg1 > max_col_2_reg1 ? max_col_1_reg1: max_col_2_reg1) : 0;
    assign max_col_1_reg2 = vflag2 ? ( buffer2[net_detc3] > buffer2[net_detc3 - COL_POOL]? buffer2[net_detc3] : buffer2[net_detc3 - COL_POOL]) : 0;
    assign max_col_2_reg2 = vflag2 ? (buffer2[net_detc4] > buffer2[net_detc4 - COL_POOL]? buffer2[net_detc4] : buffer2[net_detc4 - COL_POOL]) : 0;
    assign out_data2 = vflag2 ? (max_col_1_reg2 > max_col_2_reg2 ? max_col_1_reg2: max_col_2_reg2) : 0;  
    assign max_col_1_reg3 = vflag3 ? ( buffer3[net_detc5] > buffer1[net_detc5 - COL_POOL]? buffer1[net_detc5] : buffer1[net_detc5 - COL_POOL]) : 0;
    assign max_col_2_reg3 = vflag3 ? (buffer3[net_detc6] > buffer1[net_detc6 - COL_POOL]? buffer1[net_detc6] : buffer1[net_detc6 - COL_POOL]) : 0;
    assign out_data3 = vflag3 ? (max_col_1_reg3 > max_col_2_reg3 ? max_col_1_reg3: max_col_2_reg3) : 0;  
    assign max_col_1_reg4 = vflag4 ? ( buffer4[net_detc7] > buffer4[net_detc7 - COL_POOL]? buffer4[net_detc7] : buffer4[net_detc7 - COL_POOL]) : 0;
    assign max_col_2_reg4 = vflag4 ? (buffer4[net_detc8] > buffer4[net_detc8 - COL_POOL]? buffer4[net_detc8] : buffer4[net_detc8 - COL_POOL]) : 0;
    assign out_data4 = vflag4 ? (max_col_1_reg4 > max_col_2_reg4 ? max_col_1_reg4: max_col_2_reg4) : 0;  
endmodule
```
`flow/config.mk`:
```
export PLATFORM = sky130hd
export DESIGN_NAME = pooling
export DESIGN_NICKNAME = pooling
export VERILOG_FILES = /design/flow/design.v
export SDC_FILE = /design/flow/constraint.sdc
export NUM_CORES = 4
export LEC_CHECK = 1
export CORE_UTILIZATION = 50
```
`flow/constraint.sdc`:
```
current_design pooling

set clk_period 156.7
set clk_io_pct 0.2

create_clock -name clk0 -period $clk_period [get_ports {clk}]

set non_clock_inputs [all_inputs -no_clocks]
set_input_delay [expr $clk_period * $clk_io_pct] -clock clk0 $non_clock_inputs
set_output_delay [expr $clk_period * $clk_io_pct] -clock clk0 [all_outputs]
```
`flow/run.sh`:
```
#!/bin/bash
# OpenROAD 26Q1-2900-gdf79404cd8, Yosys 0.63+post, stock flow scripts
make -C /OpenROAD-flow-scripts/flow DESIGN_CONFIG=/design/flow/config.mk WORK_HOME=/design/flow/orfs finish
```
==> results.toml <==
# generated from flow reports
[cells_and_area]
final_area_um2 = 224000
register_area_um2 = 97400
comb_area_um2 = 99500
fillers = 30400
drive_above_1_share_pct = 34.0
area_growth_pct = 11.1

[yosys]
ys.flop_type = "edfxtp_1"
most_common_cell = "edfxtp_1"
ys_seq_share_pct = 48.4
synth_flops = 3250
synthDistinctLibCells = 102
top_area_share_pct = 47.8
syn_inst = 13100
async_flop_share_pct = 1.42
postSynthAreaPerCell_um2 = 15.3
common_cells = "3200 x edfxtp_1, 2589 x mux4_2, 1200 x nand2_1"
ys_cells = 13100
edf_count = 3200
largest_area_cell = "edfxtp_1"
ys_chip_area_um2 = 201000
topCellsByArea = "edfxtp_1 48%, mux4_2 29%, mux2i_1 4.2%"
yosysWarnings = 1
syn-cell-area_um2 = 201000

[outcome]
violations = "max-slew violations"
outcome = "complete, but fails checks"

[final_timing]
hold_viol = 0
drv_slew = 1
timing.slew.headroom_pct = -0.198
period_used_pct = 28.6
tightest_slew_ns = 1.47
max_freq_mhz = 22.3
fin_crit_ns = 44.84
finalClockSkew_ns = 0.0571
setup_violations = 0
tns_ns = 0
rsz0062_at_grt = "no"

[cts]
tritoncts = "done"
ctsResizeCount = 0
numCtsBuffers = 370
clockBufferDepth = 4
cts.htree.levels = 5
cts_root_buf = "clkbuf_16"
clock_latency_ns = 1.01
clock-sinks = 3250
clkTransAtPathRegs_ns = 0.06
cts_setup_buffers = 0
ctsHoldBuffers = 0

[place]
numPortBuffers = 137
dp_hpwl_um = 575000
place_area_um2 = 211000
gp_congestion = 1.05

[route]
wire_per_inst_um = 45.4
drtIter0Drc = 12600
ant_nets = 0
num_vias = 143000
via_per_inst = 7.57
dr.pass1.iters = 9
drc_errors = 0
routed_wl_um = 856000

[floorplan]
fp_util_pct = 50.3
ios = 138
rows = 232
core_um2 = 400000
die_h_um = 636
die_area_um2 = 405000
die_w_um = 636

[critical_path]
cpPeakStageDelay_ns = 0.88
critPathTopFamily = "AND-OR/OR-AND gates"
crit_type = "reg2out"
critPathBufInv = 8
endpoint = "out_data3[14]"
r2r_cells = 8
cp_slowest_cell = "a21oi_1"
r2r_slack_ns = 151.46
path_max_fanout = 34
worstPathRequired_ns = 125.36
cp.arrival_ns = 13.51
r2r-end = "buffer4[7][3]$_DFFE_PP_"
critPathLaunchType = "flip-flop"
cp.depth = 34
critPathCaptureType = "output port"
reg2reg_from = "count4[0]$_DFF_PN0_"
startpoint = "count4[0]$_DFF_PN0_"
worst_path_most_repeated_cell = "buf_4"

[job]
tool_warnings = 46
drv_cap = 0

[global_routing]
grt_pass1_wl_um = 1180000
antenna_found_initial = 69
overflow = 0
grt_max_degree = 102
grt_pass1_vias = 150000
track_usage_pct = 47.1

[min_path]
min_path_type = "reg2reg"
## state kept, by name, indices dropped and copies added, names as in the netlist
signal   count
buffer1    800
buffer2    800
buffer3    800
buffer4    800
count1      10
count2      10
count3      10
count4      10
count5       6
vflag1       1
vflag2       1
vflag3       1
vflag4       1
## layer usage
| metal | up-vias | GRT usage, % | part of all wire, % | wire [um] |
|---|---|---|---|---|
| li1 | 55900 | - | - | - |
| met1 | 71500 | 55.1 | 29 | 251000 |
| met2 | 12500 | 61.3 | 43 | 365000 |
| met3 | 2772 | 37.2 | 19 | 164000 |
| met4 | 142 | 28.4 | 8.5 | 72700 |
| met5 | - | 5.99 | 0.39 | 3330 |
## cell type report
type	count	area share [%]
clock inverters	219	1.12
repair buffers	918	3.24
multi-input cells	8576	44.5
flip-flops and latches	3250	43.6
inverters	95	0.163
clock buffers	461	4.38
diodes	71	0.0795
well taps	5265	2.95
## cell families after synthesis
family          count (synthesis)  synth area share, %
xor+xnor                       45                0.254
compound gates               2036                 6.95
simple gates                 2596                 5.62
fa+ha+maj                     215                 1.34
flops                        3250                 48.4
mux                          3684                 34.6
buf+inv                      1284                 2.88
## worst min-delay path by stage
stage	depth (start not counted)	startpoint	slack (ns)	end
finish	0	count2[9]$_DFF_PN0_	0.35	count3[9]$_DFF_PN0_
global route	0	count2[9]$_DFF_PN0_	0.37	count3[9]$_DFF_PN0_
CTS	0	count2[9]$_DFF_PN0_	0.36	count3[9]$_DFF_PN0_
## cell usage in the layout (no fill, tap or decap), types with 41 or more instances in the layout
cell | netlist | layout
edfxtp_1 | 3200 | 3200
mux4_2 | 2589 | 2589
nand2_1 | 1200 | 1188
mux2i_1 | 849 | 849
buf_4 | 85 | 764
nor2_1 | 601 | 389
clkbuf_16 | 0 | 375
a21oi_1 | 372 | 367
o21ai_0 | 270 | 266
o22ai_1 | 265 | 264
nand3_1 | 256 | 254
mux2_2 | 246 | 246
ha_1 | 215 | 209
nor2_2 | 1 | 162
a211oi_1 | 154 | 153
a22oi_1 | 130 | 130
o211ai_1 | 127 | 127
nor3_1 | 135 | 123
nand4_1 | 98 | 98
o221ai_1 | 97 | 97
clkdlybuf4s50_1 | 0 | 97
a31oi_1 | 102 | 95
clkbuf_1 | 481 | 77
diode_2 | 0 | 71
inv_1 | 74 | 71
clkinv_1 | 7 | 63
a32oi_1 | 63 | 63
a221oi_1 | 62 | 62
clkinv_2 | 0 | 62
and3_1 | 61 | 60
nor2_4 | 0 | 51
and2_1 | 49 | 45
nor4_1 | 45 | 44
a21o_1 | 42 | 42
bufinv_16 | 0 | 41
## stage by stage
stage / std cells / utilization (%) / setup slack, ns / hold slack, ns
after floorplan: 13100 / - / 117.28 / 0.346
after global placement: 18100 / 52.8 / 112.57 / 0.358
after detailed placement: 18100 / 52.8 / 113.35 / 0.354
after CTS: 18800 / 55.9 / 112.24 / 0.365
after global routing: 18800 / 55.9 / 111.68 / 0.369
final: 18900 / 55.9 / 111.86 / 0.354
## worst reg2reg max path: cells and delay by family, from the launching register on
family	cells	cell delay, ns
buffers and inverters	4	2.11
and+or+nand+nor	4	2.12
DFF	1	0.65
